`flow/config.mk`:
```
export PLATFORM = sky130hd
export DESIGN_NAME = FP_Add
export DESIGN_NICKNAME = FP_Add
export VERILOG_FILES = /design/flow/design.v
export SDC_FILE = /design/flow/constraint.sdc
export NUM_CORES = 4
export LEC_CHECK = 1
export CORE_UTILIZATION = 30
```
`flow/run.sh`:
```
#!/bin/bash
# OpenROAD 26Q1-2900-gdf79404cd8, Yosys 0.63+post, stock flow scripts
make -C /OpenROAD-flow-scripts/flow DESIGN_CONFIG=/design/flow/config.mk WORK_HOME=/design/flow/orfs finish
```
`flow/constraint.sdc`:
```
current_design FP_Add

set clk_period 7.1
set clk_io_pct 0.2

create_clock -name clk0 -period $clk_period [get_ports {clk}]

set non_clock_inputs [all_inputs -no_clocks]
set_input_delay [expr $clk_period * $clk_io_pct] -clock clk0 $non_clock_inputs
set_output_delay [expr $clk_period * $clk_io_pct] -clock clk0 [all_outputs]
```
`flow/design.v`:
```
(* DONT_TOUCH = "TRUE" *)
module Add (
input [23:0] a ,
input [23:0] b , 
input cin ,
output[23:0] s ,
output cout 
);
assign {cout,s}= a+b+cin ;
endmodule
(* DONT_TOUCH = "TRUE" *)
module FP_Add(
    input clk,
    input rst,
    input [31:0] a ,
    input [31:0] b ,
    output reg done,
    output [31:0] out 
);
wire        a_sign ;
wire [7:0]  a_Exponent;
wire [23:0] a_fraction;
wire        b_sign;
wire [7:0]  b_Exponent;
wire [23:0] b_fraction;
reg        a_sign_reg ;
reg [7:0]  a_Exponent_reg;
reg [23:0] a_fraction_reg;
reg        b_sign_reg;
reg [7:0]  b_Exponent_reg;
reg [23:0] b_fraction_reg;
reg [3:0] state;
wire [7:0]  e_ab ;
reg  [7:0]  Exponent ;
reg         sign_reg;
wire [23:0] addfrac ;
wire        carry;
reg [23:0]  outfrac_reg;
wire        cin;
wire        signlogic;
reg         carry_reg;
initial 
begin
    state = 0 ;
    done =0;
    sign_reg=0;
    Exponent=0;
    outfrac_reg=0;
    carry_reg=0;
end
unpack unpacka (
    .x(a),
    .sign(a_sign),
    .Exponent(a_Exponent),
    .Fraction_withhidden_1(a_fraction));
unpack unpackb (
    .x(b),
    .sign(b_sign),
    .Exponent(b_Exponent),
    .Fraction_withhidden_1(b_fraction));
assign e_ab = (a_Exponent>b_Exponent) ? a_Exponent - b_Exponent : b_Exponent - a_Exponent ;
assign cin = a_sign ^ b_sign ;
assign signlogic = (a[30:0]>b[30:0]) ? 1:0;
Add add_sub (
    .a(a_fraction_reg),
    .b(b_fraction_reg),
    .cin(cin),
    .s(addfrac),
    .cout(carry)
);
always @(posedge clk or posedge rst)
begin
    if (rst==1)
    begin
        state = 0 ;
        done =0;
        sign_reg=0;
        Exponent=0;
        outfrac_reg=0;
        carry_reg=0;
    end
    else
    begin
        case (state)
        0:
        begin
            if (b[30:0]==0 )
            begin
                sign_reg <= a_sign;
                Exponent <= a_Exponent;
                outfrac_reg<=a_fraction;
                state <=7;
            end
            else
                if (a[30:0]==0 )
                begin
                    sign_reg <= b_sign;
                    Exponent <= b_Exponent;
                    outfrac_reg<=b_fraction;
                    state <=7;
                end
            else
                if (b[30:0]==a[30:0] && a_sign != b_sign)
                begin
                    sign_reg <= 0;
                    Exponent <= 0;
                    outfrac_reg<=0;
                    state <=7;
                end
            else
                begin
                    a_sign_reg <= a_sign;
                    a_Exponent_reg<=a_Exponent;
                    a_fraction_reg<=a_fraction;
                    b_sign_reg<=b_sign;
                    b_Exponent_reg<=b_Exponent;
                    b_fraction_reg<=b_fraction;
                    state <=1;
                end
        end
        1:
        begin
            if (a_Exponent>b_Exponent) 
            begin
                b_fraction_reg <= b_fraction_reg >> e_ab;
                Exponent<=a_Exponent;
                state <=2;
            end
            else if (a_Exponent<b_Exponent)
            begin
                a_fraction_reg <= a_fraction_reg >> e_ab;
                Exponent<=b_Exponent;
                state <=2;
            end
            else
            begin
                Exponent<=b_Exponent;
                state <=2;
            end
        end
        2:
        begin
            if (cin)
            begin
                if (a_sign_reg)
                begin
                    sign_reg<= signlogic  ;
                    a_fraction_reg<=~a_fraction_reg;
                    state <= 3;
                end
            else
            begin
                sign_reg<= !signlogic  ;
                b_fraction_reg<=~b_fraction_reg;
                state <=3;
            end
            end 
            else 
            begin
                sign_reg<= a_sign_reg;
                state <=3;
            end
        end
        3: 
        begin
            outfrac_reg<=addfrac;
            carry_reg<=carry;
            state <=4;
        end
        4:
        begin
            if (!cin)
            begin
                if (carry_reg && outfrac_reg[23] != 1 )
                begin
                    Exponent<= Exponent+1;
                    outfrac_reg<=addfrac>>1;
                    state <=6;
                    carry_reg<=0;
                end
            else if(outfrac_reg[23] != 1)
            begin
                state <= 5 ;
            end
            else
            begin
                outfrac_reg<=addfrac;
                state <=6;
            end
            end
            else
            begin
                if (!carry_reg)
                begin
                    outfrac_reg = ~outfrac_reg +1;
                    state <= 4;
                    carry_reg<=1;
                end
                else if (outfrac_reg[23]!=1)
                begin
                    state <= 5;
                end
                else
                begin
                    state <=6;
                end
            end
        end
        5:
        begin
            outfrac_reg<= outfrac_reg<< 1 ;
            Exponent<= Exponent-1;
            state <= 4;
        end
        6:
        begin
            if (Exponent == 255 || Exponent ==0 )
            begin
                state<= 7;
            end
            else 
            begin
                state <=7;
            end
        end
        7:
        begin
            state<= 8  ;
            done <= 1  ;
        end 
        8:
        begin
            state<= 0;
            done<=0;
        end
        endcase 
    end
end
pack pack (
.x(out),
.sign(sign_reg),
.Exponent(Exponent),
.Fraction_withhidden_1(outfrac_reg));
endmodule
(* DONT_TOUCH = "TRUE" *)
module pack(
    input sign ,
    input  [7:0] Exponent,
    input [23:0] Fraction_withhidden_1,
    output  [31:0] x 
);
assign x = {sign , Exponent , Fraction_withhidden_1[22:0] };
endmodule
(* DONT_TOUCH = "TRUE" *)
module unpack(
    input [31:0] x ,
    output sign ,
    output [7:0] Exponent ,
    output [23:0] Fraction_withhidden_1 
);
assign sign = x[31];
assign Exponent = x[30:23];
assign Fraction_withhidden_1 = {1'b1,x[22:0]} ;
endmodule
```
==> flow_summary.ini <==
; generated from flow reports
[synth]
synth_area_sq_um = 10180
ys.flops = 88
synth-edff-count = 49
ys_seq_share_pct = 24.05
ys_area_sq_um = 10180
synth_cell_type_count = 78
flop_cell = edfxtp_1
synthArstFlopShare_pct = 44.32
top_cell = nand2_1
yosysWarnings = 1
top_cells_by_area = edfxtp_1 (14%), dfrtp_1 (9.6%), ha_1 (8.5%)
yosysTopAreaCell = edfxtp_1
top_cell_area_share_pct = 14.46
ys_cells = 1221
synth.top_cells.by_count = nand2_1 (127), nor2_1 (96), a21oi_1 (91), o21ai_0 (76), ha_1 (69)
syn_avg_cell_area_sq_um = 8.334
synthesis.instances = 1221

[layout]
synthToLayoutAreaGrowth_pct = 15.43
drive_gt1_share_pct = 7.273

[routing]
drtAntennaViolNets = 0
dr.pass1.iters = 6
viasPerCell = 5.927
wl_met2_um = 16980
drc_errors = 0
wl_met1_um = 16140
maxUsedRoutingLayer = met5
dr_wl_met3_um = 4292
wl_um = 38440
num_antenna_cells = 0
via_count = 10150
drt_first_iter_violations = 954
wire_per_inst_um = 22.44

[worst_setup_path]
path_max_fanout = 23
crit_buf_inv = 4
reg2reg_depth = 12
endpoint_kind = flip-flop
r2r_end = outfrac_reg[21]
cpPeakStageDelay_ns = 0.61
cpLargestDelayFamily = AND-OR/OR-AND gates
start_kind = input pin
path_class = input pin to flip-flop
r2r_setup_slack_ns = 3.61
crit_required_ns = 7.17
worstPathCellList = clkdlybuf4s50_1 -> inv_1 -> ha_1 -> a21oi_1 -> a21oi_1 -> o21ba_4 -> buf_4 -> mux4_2 -> mux2i_1 -> inv_1 -> a222oi_1 -> o211ai_1
cpMaxStageDelayCell = clkdlybuf4s50_1
cp.arrival_ns = 5.71
r2r_start = a_fraction_reg[0]

[worst_hold_path]
min_to = Exponent[6]
hp-start = Exponent[6]
min_path_type = flip-flop to flip-flop
hold_depth = 2

[timing]
setup_viol = 0
max_freq_ghz = 0.1772
fin_setup_tns_ns = 0
post-route-period-util_pct = 79.50
slew_violations = 0
hold_viol_final = 0
finClkSkew_ns = 0.01114
relSlewSlack_pct = 42.49
tightest_slew_ns = 0.8565
rsz0062_at_grt = false
fin_crit_ns = 5.644

[status]
status = completed

[pwr]
leakage_nw = 4.632
p_sw_mw = 0.8989
clock_power_share_pct = 22.3
p_per_area_nw_per_um2 = 194.6
swShare_pct = 39.33
total_power_mw = 2.286
p_comb_share_pct = 42.9
irDropWorstVdd_mv = 0.1227
p_seq_share_pct = 34.8
p_int_mw = 1.387

[floorplanning]
die_w_um = 186.2
fp_util_pct = 30.42
rows = 67
core_sq_um = 33450
die_height_um = 186.2
pin_count = 99
chipArea_sq_um = 34660

[place]
place_congestion = 1.001
post-dp-hpwl_um = 29790
io_buffers = 98

[global_routing]
grt_pass1_vias = 9631
grt_max_degree = 62
grt-ovfl-total = 0
antenna_found_initial = 4
grt_pass1_wl_um = 57840
gr-usage-all-layers_pct = 22.85

[cts]
clockBufferDepth = 2
root_buffer = clkbuf_16
postCtsResizedCells = 0
hold_buffers = 0
clk_latency_ns = 0.37
cts_tree = done
clock_sinks = 88
path_clk_slew_ns = 0.07
cts_inserted_buffers = 9
post_cts_buffers = 0
htree_num_levels = 3

[run]
maxCapViolCount = 0
openroad.warnings = 33
logic make-up (layout without fill, tap and decap cells):
group | count (synthesis) | after routing | synth area share, %
AND-OR/OR-AND | 415 | 415 | 27.91
AND/OR/NAND/NOR | 373 | 373 | 17.50
XOR/XNOR | 51 | 51 | 4.574
multiplexers | 65 | 65 | 9.283
buffers and inverters | 155 | 199 | 7.218
adder cells (fa/ha/maj) | 74 | 74 | 9.468
flip-flops | 88 | 88 | 24.05
metrics by stage:
step	worst slack (ns)	cells	utilization (%)	cell area, sq um	hold WS [ns]
final	1.456	1713	35.12	11750	0.5258
after global routing	1.068	1713	35.12	11750	0.5824
after CTS	1.499	1713	35.12	11750	0.5258
after detailed placement	1.138	1697	34.21	11440	0.5073
after global placement	1.137	1697	34.21	11440	0.5121
after floorplan	2.209	1221	-	10180	0.4551
worst register-to-register path: cells and delay by family, from the launching register on:
kind / cells / cell delay, ns
DFF: 1 / 0.44
and+or+nand+nor: 1 / 0.07
xor gates and xnor gates: 1 / 0.18
AOI/OAI and AO/OA: 7 / 1.91
buffers and inverters: 1 / 0.09
adders and majority gates: 2 / 0.69
power groups by stage:
stage	clock network, mW	logic [mW]	registers [mW]
CTS	0.518	0.977	0.793
global route	0.535	1.09	0.812
finish	0.510	0.981	0.795
metal layers:
metal / vias up / track usage, %
met1: 4860 / 31.35
li1: 4711 / -
met3: 66 / 8.294
met5: - / 0
met4: 6 / 5.148
met2: 510 / 34.96
placed cells by master, fill, tap and decap left out, types with 31 or more instances in the layout:
master	netlist	routed
inv_1	57	57
o21ai_0	76	76
clkdlybuf4s50_1	0	98
dfrtp_1	39	39
ha_1	69	69
o211ai_1	36	36
nor2_1	96	92
edfxtp_1	49	49
xnor2_1	32	31
mux2i_1	40	39
a21oi_1	91	90
nand2_1	127	126
worst max path at each step:
stage	from	to	depth (start not counted)	slack, ns
CTS	a[26]	b_fraction_reg[4]	12	1.50
global route	a[25]	b_fraction_reg[4]	12	1.07
finish	a[26]	b_fraction_reg[4]	12	1.46
area by class of cell:
| class | count | area (sq um) |
|---|---|---|
| well taps | 448 | 560.5 |
| inverters | 57 | 214.0 |
| fillers | 3385 | 21700 |
| repair buffers | 126 | 1191 |
| clock buffers | 9 | 225.2 |
| multi-input cells | 978 | 7030 |
| clock inverters | 7 | 77.57 |
| flip-flops and latches | 88 | 2447 |
Power figures rest on the tool's default switching activity, not on a simulated workload.
